File: ./run.sh
#!/bin/bash
# OpenROAD 26Q1-2900-gdf79404cd8, Yosys 0.63+post, stock flow scripts
make -C /OpenROAD-flow-scripts/flow DESIGN_CONFIG=/design/flow/config.mk WORK_HOME=/design/flow/orfs finish
File: ./config.mk
export PLATFORM = sky130hd
export DESIGN_NAME = toplv_matmul
export DESIGN_NICKNAME = toplv_matmul
export VERILOG_FILES = /design/flow/design.v
export SDC_FILE = /design/flow/constraint.sdc
export NUM_CORES = 4
export LEC_CHECK = 1
export CORE_UTILIZATION = 50
File: ./constraint.sdc
current_design toplv_matmul

set clk_period 7.2
set clk_io_pct 0.2

create_clock -name clk0 -period $clk_period [get_ports {clk}]

set non_clock_inputs [all_inputs -no_clocks]
set_input_delay [expr $clk_period * $clk_io_pct] -clock clk0 $non_clock_inputs
set_output_delay [expr $clk_period * $clk_io_pct] -clock clk0 [all_outputs]
File: ./design.v
`timescale 1ns / 1ps
module Adder(input[17:0] a, input[17:0] b, output reg[17:0] out);
   always @(a or b)
    begin
      out = a + b;
     end
endmodule
`timescale 1ns / 1ps
module Memory18  (input clk, input rst, input[17:0] data_in,input[4:0] addr,input memWrite,input memRead, output reg[17:0] out);
 reg [17:0] dataMem [31:0];
 integer i;
 always@(posedge clk, posedge rst)
  begin
    if(rst)
      begin
        for(i = 0; i< 32 ; i = i + 1)
          dataMem[i] <= 18'd0;
      end
   else if(memWrite) begin
      dataMem[addr] <= data_in;
      end 
  end
 always@ (memRead, addr)
  begin
    if(memRead && addr <= 5'd8)
      out <= dataMem[addr];
		else
		begin out<= 8'd0; end
  end
endmodule
`timescale 1ns / 1ps
module Memory8 (input clk, input rst, input[7:0] data_in,input[4:0] addr,
                 input memWrite,input memRead, output reg[7:0] out);
 reg [7:0] dataMem [31:0];
 integer i;
 always@(posedge clk, posedge rst)
  begin
    if(rst)
      begin
        for(i = 0; i< 32 ; i = i + 1)
          dataMem[i] <= 8'd0;
      end
    else if(memWrite)
      dataMem[addr] <= data_in;
  end
 always@ (memRead, addr)
  begin
    if(memRead) begin
      out <= dataMem[addr];
      end
		else
		begin end
  end
endmodule
`timescale 1ns / 1ps
module MultOperand(input clk, input rst, input[7:0] data_in, input Write, output[7:0] out);
   reg[7:0] data;
   always@(posedge clk)
    begin
      if(rst)
        data <= 8'd0;
      if(Write)
        data <= data_in;
    end
  assign out = data;
endmodule
`timescale 1ns / 1ps
module Multiplier(input[7:0] a, input[7:0] b, output reg[17:0] out);
   always @(a or b)
    begin
      out = a*b ;
     end
endmodule
`timescale 1ns / 1ps
module Res(input clk, input rst,input clearRes, input[17:0] data_in, input Reswrite, output[17:0] res_out);
  reg[17:0] data;
   always@(posedge clk)
    begin
      if(rst)
        data<= 18'd0;
      if(clearRes)
	data <= 18'd0;
      if(Reswrite)
        data <= data_in;
     end
  assign res_out = data;
endmodule
`timescale 1ns / 1ps
module controller(input st,rst,clk,output reg memin_read,memin_write,Awrite,Bwrite,Reswrite,memout_read,
                  memout_write,clearRes,done , output reg[4:0]addr , output reg[4:0]addr18 ,output reg[1:0]part);
reg [3:0] current_state;
reg [3:0] next_state;
reg [4:0] count18 = 5'd0;
reg c18 = 1'd0;
reg [1:0] count3 = 2'd0;
reg c3 = 1'd0;
reg [3:0] count9 = 4'd0;
reg c9 = 1'd0;
reg [4:0] count27 = 5'd0;
reg c27 = 1'd0;
always@(*) begin
  next_state = 4'd0;
  case(current_state)
  4'b0000: next_state = (st)? 4'b0001 : 4'b0000; 
  4'b0001: next_state = (~st)? 4'b0010 : 4'b0001;  
  4'b0010: next_state = (c18)? 4'b0011 : 4'b0010;
  4'b0011: next_state = 4'b0100;
  4'b0100: next_state = 4'b0101;
  4'b0101: next_state = 4'b0110;
  4'b0110: next_state = (c3) ? 4'b0111 : 4'b0011;
  4'b0111: next_state = 4'b1000;
  4'b1000: next_state = (c9)?4'b1001 : 4'b0011;
  4'b1001: next_state = 4'b1010;
  4'b1010: next_state = (c27)? 4'b0000 : 4'b1010;
  default: next_state = 4'b0000;
  endcase
end
always@(posedge clk) begin
  memin_read=0; 
  memin_write=0; 
  Awrite=0; 
  Bwrite=0; 
  Reswrite=0; 
  memout_read=0; 
  memout_write=0; 
  clearRes=0; 
  done=0;
  addr = 4'b0000; addr18 = 4'b0000; part = 2'd0;
  case(current_state)
  4'b0000: begin memout_read = 1'd0; end
  4'b0010: begin 
           memout_write = 0;
           if (c18 != 5'd18)
           memin_write = 1;
           addr = count18;
           if(count18 < 5'd17)
          	 count18 <= count18 + 1; 
           else
		c18 <= 1'd1;
           end
  4'b0011: begin
           memin_read = 1; 
           memin_write = 0; 
           memout_write = 0;
           Awrite = 1;  
           clearRes = 0;
           if ( count9 < 4'b0011)
          	 addr = count3;
	   else if ( count9 < 4'b0110 )
	  	 addr = 3 + count3;
	   else if ( count9 < 4'b1001 )
	  	 addr = 6 + count3;
           end
  4'b0100: begin
           memin_read = 1; 
           memin_write = 0;
           memout_write = 0;
           Bwrite = 1; 
           Awrite = 0;
	   if ( count9 < 4'b0011)
	   	addr = (count3*3) + count9 + 9;
	   else if ( count9 < 4'b0110 )
		addr = (count3*3) + count9 + 6;
	   else if ( count9 < 4'b1001 )
		addr = (count3*3) + count9 + 3;
          end
  4'b0110: begin 
           memin_write = 0;
           memout_write = 0;
           Reswrite = 1; 
           if(count3 < 3)
          	 count3 <= count3 + 2'd1; 
           else
		c3 = 1'd1;
           memin_read = 0; 
           Bwrite = 0;
           end
  4'b0111: begin memout_write = 1;memin_write = 0; addr18= count9; Reswrite = 0; count3 <= 2'd0; c3 = 1'd0; end
  4'b1000: begin 
          clearRes = 1; 
          memin_write = 0;
          memout_write = 0; 
          if(count9 < 4'b1000)
         	 count9 <= count9+1;  
          else
                 c9 <= 1'd1;    
          end
  4'b1001: begin done = 1; memin_write = 0; memout_write = 0;  end
  4'b1010: begin 
                memout_write = 0; 
                memin_write = 0;
                if( count27 < 5'd26)
			count27 <= count27 + 5'd1;
                else
                	c27 = 1'd1;
                memout_read =1;
          if( count27 == 5'd0 || count27 == 5'd1 || count27 == 5'd2)
            	addr18 = 4'd0;
          else if  ( count27 == 5'd3 || count27 == 5'd4 || count27 == 5'd5)
            addr18 = 4'd1;
          else if  ( count27 == 5'd6 || count27 == 5'd7 || count27 == 5'd8)
            addr18 = 4'd2;
          else if  ( count27 == 5'd9 || count27 == 5'd10 || count27 == 5'd11)
            addr18 = 4'd3;
          else if  ( count27 == 5'd12 || count27 == 5'd13 || count27 == 5'd14)
            addr18 = 4'd4;
          else if  ( count27 == 5'd15 || count27 == 5'd16 || count27 == 5'd17)
            addr18 = 4'd5;
          else if  ( count27 == 5'd18 || count27 == 5'd19 || count27 == 5'd20)
            addr18 = 4'd6;
          else if  ( count27 == 5'd21 || count27 == 5'd22 || count27 == 5'd23)
            addr18 = 4'd7;
          else if  ( count27 == 5'd24 || count27 == 5'd25 || count27 == 5'd26)
            addr18 = 4'd8;
          else 
             addr18 = 4'd9;
           part = count27-(addr18*3); 
       end
  default:{ memin_read, memin_write ,Awrite,Bwrite,
            Reswrite,memout_read,memout_write,clearRes,done, addr, addr18, part}= 21'd0;
  endcase
end
always@(posedge clk , posedge rst) begin
  if(rst) current_state <= 4'b0;
  else current_state <= next_state;
end
endmodule
`timescale 1ns / 1ps
module datapath  (input clk, input rst, input memin_read,input memin_write,
            input memout_read, input memout_write,
            input Reswrite, input Awrite, input Bwrite, input clearRes,
            input[4:0] addr, input[7:0] data_in , input[4:0]memout_addr,input[1:0]part,
	    output [7:0]Dataout
    );
    wire[17:0] add_res, res_out, memout_out, mult_res;
    wire [7:0] memin_out, A_out, B_out;
    Adder add(res_out, mult_res, add_res);
    Res result(clk, rst, clearRes, add_res, Reswrite, res_out);
    MultOperand A(clk, rst, memin_out, Awrite,A_out);
    Multiplier mult (A_out, B_out, mult_res);
    Memory8 memin(clk, rst, data_in, addr, memin_write, memin_read, memin_out);
    Memory18 memout(clk, rst, res_out, memout_addr, memout_write, memout_read, memout_out);
    MultOperand B(clk, rst, memin_out, Bwrite, B_out);
 assign Dataout = part[0]? memout_out[15:8]:
						part[1]? {6'd0,memout_out[17:16]}:
						(~(part[0]||part[1]))? memout_out[7:0]:
						8'b0;
endmodule
`timescale 1ns / 1ps
module toplv_matmul(input st,rst,clk  , input[7:0] data_in   , output  done ,output [7:0]dataout);
    wire Reswrite,Awrite,Bwrite,memin_read,memin_write,memout_read,memout_write;
    wire clearRes;
    wire[4:0]addr;
    wire[4:0]addr18;
    wire[1:0] part;
   datapath  dp(clk,rst,memin_read,memin_write,memout_read,memout_write,Reswrite,Awrite,Bwrite,clearRes,addr,data_in,addr18, part,dataout);
   controller control(st,rst,clk,memin_read,memin_write,Awrite,Bwrite,Reswrite,memout_read,memout_write,clearRes,done,addr,addr18 , part);
endmodule
==> impl_metrics.csv <==
group,metric,value,unit
outcome,status,"completed",
pwr,power,9590,uW
timing,hold_violations,0,
drt,avgRoutedWirePerCell,27.5,um
critical_path,r2r_cells,13,
drt,num_vias,22000,
global_route,use_met1,49.0,%
worst_hold_path,min_path_type,"reg -> reg",
die,ios,20,
cts,clockRootBuffer,"clkbuf_16",
timing,setup_ws,1.79,ns
synthesis,ys_area,31900,um2
pwr,vdd_drop_max,0.171,mV
critical_path,cp_max_fo,39,
critical_path,worst-endpoint-arrival,3.97,ns
global_route,grt_pass1_wl,148000,um
cts,htree_levels,3,
synthesis,synth.avg_cell_area,12.1,um2
layout,drive_above_1_share,23.1,%
timing,rsz0062_at_grt,"no",
timing,fin_skew,0.0273,ns
global_route,grt_most_used_layer,"met1",
timing,setup_violations,0,
timing,untimed_endpoints,8,
worst_hold_path,min_path_cells,0,
worst_hold_path,hold_path.startpoint,"control.current_state[8]",
global_route,grt.total_usage,32.9,%
pwr,power_leakage,0.0157,uW
drt,vias_per_cell,6.23,
timing,fmax,185,MHz
die,fp.coreArea,63100,um2
placement,gp_congestion,0.979,
drt,diodes,0,
cts,cts_buffers,70,
synthesis,ys_cells,2628,
layout,final_cells,3534,
synthesis,syn_inst,2628,
global_route,grt_pass1_vias,22500,
global_route,met2_usage,47.5,%
synthesis,synth.distinct_cells,93,
placement,place.port_buffers,19,
layout,fin_util,56.0,%
timing,unclocked_pins,8,
critical_path,start_kind,"register",
timing,tightestPinTransition,0.998,ns
synthesis,ys.flops,637,
critical_path,regToRegEndpoint,"dp.result.data[9]",
timing,slew_headroom,33.2,%
synthesis,ff_type,"dfrtp_1",
layout,syn_to_final_growth,10.8,%
cts,postCtsSetupRepairBufs,0,
cts,cts_tree,"done",
timing,period_used_share,75.2,%
global_route,antenna_found_initial,0,
critical_path,r2r_setup_slack,2.27,ns
die,num_rows,92,
synthesis,edf_count,54,
placement,dp.cells,3406,
drt,drt_first_iter_violations,1588,
cts,postCtsHoldBufs,0,
critical_path,end_kind,"output pin",
drt,dr.pass1.iters,6,
cts,cts_buffer_depth,3,
timing,final-max-slew-violation-count,0,
drt,ant_nets,0,
synthesis,synthArstFlopShare,87.1,%
timing,fin_crit,5.41,ns
synthesis,syn_area,31900,um2
drt,wirelength,97300,um
layout,nFillCells,5212,
cts,clk_latency,0.62,ns
die,fp.dieH,255,um
pwr,powerDensity,272,nW/um2
global_route,grt_use_met3,10.2,%
drt,drc,0,
placement,dp_slack,2.27,ns
global_route,grt_overflow,0,
critical_path,critPathKind,"reg -> out",
synthesis,yosysWarnings,9,
flow_run,cap_violations,0,
critical_path,rr_startpoint,"dp.result.data[7]",
die,initial_core_util,50.5,%
flow_run,warnings,41,
placement,dp_hpwl,65000,um
cts,post_cts_resize_count,0,
die,dieWidth,255,um
cts,path_clk_slew,0.06,ns
global_route,grt_start_max_net_pins,142,
die,dieArea,64800,um2
worst_hold_path,holdPathEnd,"control.current_state[5]",
critical_path,worst_ep_required_time,5.76,ns
## sequential cells by signal (all words and copies together) (netlist names), 5 cells and up
signal / count
control.addr: 5
dp.result.data: 18
dp.memin.out: 8
dp.A.data: 8
dp.memout.dataMem: 288
dp.B.data: 8
dp.memin.dataMem: 256
control.count27: 5
control.count18: 5
control.current_state: 11
## critical path: stages, from the launching register on
cell	delay, ns
dfxtp_2	0.65
buf_4	0.56
nor2b_1	0.24
buf_4	0.23
a221oi_1	0.32
a211oi_1	0.09
a211oi_1	0.42
o221ai_1	0.33
clkdlybuf4s50_1	0.49
## per-layer routing
metal | share of wire (%) | up-vias
li1 | - | 9531
met1 | 42 | 11300
met2 | 45 | 932
met3 | 8.9 | 294
met4 | 4.8 | 0
met5 | 0 | -
## placed cells by master, fill, tap and decap left out, drive strengths merged, types with 13 or more instances in the layout
cell           Yosys  routed
nand2            155     155
edfxtp            54      54
xnor2             16      16
nand3             42      42
clkbuf            76     111
dfrtp            554     554
nand4             17      17
ha                61      61
nor2             110     110
a22oi             70      70
a31oi             18      18
nand2b            23      23
a22o              26      26
dfxtp             20      20
and2              67      67
a211oi            13      13
a32oi             32      32
mux2i             33      33
o21ai             92      92
nor3              42      42
mux2             532     532
o221ai            13      13
o22ai             19      19
buf               82      69
inv              128     131
a221oi            27      27
nor2b             20      20
a21oi             61      61
clkdlybuf4s50      0      19
fa                52      52
## logic make-up after synthesis
| kind of cell | after synthesis | synth area share (%) |
|---|---|---|
| mux | 569 | 20.1 |
| flops | 629 | 49.9 |
| compound gates | 462 | 10.3 |
| other cells | 1 | 0.0118 |
| fa+ha+maj | 113 | 5.66 |
| xor+xnor | 27 | 0.742 |
| buf+inv | 286 | 3.84 |
| latches | 8 | 0.377 |
| simple gates | 533 | 9.04 |
## power by group
group / total [uW] / switching, uW / internal [uW]
logic: 1740 / 1070 / 673
registers: 4200 / 280 / 3920
clock network: 3650 / 1470 / 2180
total: 9590 / 2820 / 6770
## layout make-up
class                           instances  area [um2]  area share, %
Clock buffer                          111        2130           6.04
Clock inverter                         17         213          0.602
Inverter                              128         484           1.37
Multi-Input combinational cell       1707       14600           41.5
Sequential cell                       637       16000           45.4
Tap cell                              846        1060           3.00
Timing Repair Buffer                   88         746           2.11
## stage by stage
stage	cell area [um2]	TNS, ns	hold slack (ns)
final	35300	0	0.338
after global routing	35300	0	0.347
after CTS	35300	0	0.339
after detailed placement	33000	0	0.336
after global placement	33000	0	0.332
after floorplan	31900	-993.31	0.331
## worst max path at each step
stage	cells past startpoint	from	slack (ns)	end
after CTS	8	control.addr18[1]	1.89	dataout[1]
after global routing	8	control.addr18[3]	1.62	dataout[3]
final	8	control.addr18[3]	1.79	dataout[1]
## cells in the mapped netlist, types with 8 or more instances
library cell  instances  area share (%)
a211oi_1             13            0.31
a21oi_1              61            0.96
a221oi_1             27            0.74
a22o_1               26            0.71
a22oi_1              70             1.6
a31oi_1              18            0.35
a32o_1                8            0.25
a32oi_1              32            0.88
and2_1               64             1.3
and3_1                9            0.18
buf_1                 9            0.11
buf_2                52            0.82
buf_4                19            0.45
clkbuf_1             76            0.89
dfrtp_1             554              43
dfxtp_1              20             1.3
dlxtp_1               8            0.38
edfxtp_1             54             5.1
fa_1                 52             3.3
ha_1                 61             2.4
inv_1               124             1.5
mux2_1              165             5.8
mux2_2              367              13
mux2i_1              33             1.0
nand2_1             149             1.8
nand2b_1             22            0.43
nand3_1              37            0.58
nand4_1              17            0.33
nor2_1               89             1.0
nor2_2               14            0.27
nor2b_1              19            0.37
nor3_1               27            0.42
nor3_4                8            0.41
nor4_1                9            0.18
o211ai_1             10            0.24
o21ai_0              84             1.3
o21ai_1               8            0.13
o221ai_1             13            0.36
o22ai_1              19            0.37
xnor2_1              16            0.44
xor2_1               11            0.30
No activity file was given, so power comes from the tool's default toggle rates.
